### design.v
module EX0(
    input               i_clk,
    input               i_rst_n,
    input               i_inst_valid,
    input [31:0]        i_inst, 
    input [63:0]        i_inst_addr,
    input [63:0]        i_rs1_value,
    input [63:0]        i_rs2_value,
    output reg          o_inst_valid,
    output reg [63:0]   o_A,
    output reg [63:0]   o_B,
    output reg [63:0]   o_C,
    output reg [4:0]    o_rd,
    output reg          o_isld,
    output reg          o_carry,
    output reg [63:0]   o_d_w_data,      
    output reg [63:0]   o_d_w_addr,      
    output reg [63:0]   o_d_r_addr,      
    output reg          o_d_MemRead,     
    output reg          o_d_MemWrite,    
    output reg          o_wb_valid,
    output reg [4:0]    o_wb_rd,
    output reg [63:0]   o_wb_value,
    output reg          o_inst_finish,
    output reg          o_jmp_valid,
    output reg [63:0]   o_jmp_addr,
    output reg          o_finish 
);
reg               i_inst_valid_r,i_inst_valid_w;
reg [31:0]        i_inst_r,i_inst_w;
reg [63:0]        i_inst_addr_r,i_inst_addr_w;
reg [63:0]        i_rs1_value_r,i_rs1_value_w;
reg [63:0]        i_rs2_value_r,i_rs2_value_w;
integer i;
initial begin
    o_inst_valid = 0;
    o_inst_finish = 0;
end
reg first_tick = 1;
always@(posedge i_clk or negedge i_rst_n) begin
    if (~i_rst_n) begin
        i_inst_valid_r      = 0;
        i_inst_r            = 0;
        i_inst_addr_r       = 0;
        i_rs1_value_r       = 0;
        i_rs2_value_r       = 0;
    end
    else if (first_tick) begin
        first_tick = 0;
        i_inst_valid_r      = 0;
        i_inst_r            = 0;
        i_inst_addr_r       = 0;
        i_rs1_value_r       = 0;
        i_rs2_value_r       = 0;
    end
    else begin
        i_inst_valid_r      = i_inst_valid_w;
        i_inst_r            = i_inst_w;
        i_inst_addr_r       = i_inst_addr_w;
        i_rs1_value_r       = i_rs1_value_w;
        i_rs2_value_r       = i_rs2_value_w;
    end
end
always@(*) begin
    i_inst_valid_w  = i_inst_valid;
    i_inst_w        = i_inst;
    i_inst_addr_w   = i_inst_addr;
    i_rs1_value_w   = i_rs1_value;
    i_rs2_value_w   = i_rs2_value;
end
reg [6:0] opcode;
reg [63:0] I_imm;
reg [63:0] S_imm;
reg [63:0] SB_imm;
reg [4:0] rd;
reg [2:0] func3;
always@(*) begin
    o_inst_valid = 0;
    o_d_MemRead = 0;
    o_d_MemWrite = 0;
    o_wb_valid = 0;
    o_inst_finish = 0;
    o_isld = 0;
    o_jmp_valid = 0;
    if (i_inst_valid_r) begin
        opcode = i_inst_r[6:0];
        I_imm  = $signed(i_inst_r[31:20]);
        S_imm  = $signed({{i_inst_r[31:25]}, {i_inst_r[11:7]}});
        SB_imm = $signed({{i_inst_r[31]}, {i_inst_r[7]}, {i_inst_r[30:25]}, {i_inst_r[11:8]}, 1'b0});
        rd = i_inst_r[11:7];
        func3 = i_inst_r[14:12];
        casez({opcode,func3,i_inst_r[30]})
            {7'b1111111,3'b???,1'b?}: begin
                o_finish = 1;
            end
            {7'b0000011,3'b???,1'b?}: begin
                o_inst_valid = 1;
                o_isld = 1;
                o_rd = rd;
                o_d_r_addr = {{i_rs1_value_r[63:10]}, {i_rs1_value_r[9:0]} + {I_imm[9:0]}};
                o_d_MemWrite = 0;
                o_d_MemRead = 1;
            end
            {7'b0100011,3'b???,1'b?}: begin
                o_inst_valid = 0;
                o_d_w_addr = {{i_rs1_value_r[63:10]}, {i_rs1_value_r[9:0]} + {S_imm[9:0]}};
                o_d_w_data = i_rs2_value_r;
                o_d_MemWrite = 1;
                o_d_MemRead = 0;
                o_inst_finish = 1;
            end
            {7'b1100011,3'b000,1'b?}: begin
                o_inst_valid = 0;
                if (i_rs1_value_r == i_rs2_value_r) begin
                    o_jmp_valid = 1;
                    o_jmp_addr = {{i_inst_addr_r[63:8]}, {i_inst_addr_r[7:0]} + SB_imm[7:0]};
                end
                o_inst_finish = 1;
            end
            {7'b1100011,3'b001,1'b?}: begin
                o_inst_valid = 0;
                if (i_rs1_value_r != i_rs2_value_r) begin
                    o_jmp_valid = 1;
                    o_jmp_addr = {{i_inst_addr_r[63:8]}, {i_inst_addr_r[7:0]} + SB_imm[7:0]};
                end
                o_inst_finish = 1;
            end
            {7'b0010011,3'b000,1'b?}: begin
                o_inst_valid = 1;
                o_A = i_rs1_value_r;
                o_B = I_imm;
                o_rd = rd;
                o_C = 0;
                {o_carry,o_C[15:0]} = o_A[15:0] + o_B[15:0];
            end
            {7'b0010011,3'b100,1'b?}: begin
                o_inst_valid = 0;
                o_wb_valid = 1;
                o_wb_rd = rd;
                o_wb_value = i_rs1_value_r ^ I_imm;
                o_inst_finish = 1;
            end
            {7'b0010011,3'b110,1'b?}: begin
                o_inst_valid = 0;
                o_wb_valid = 1;
                o_wb_rd = rd;
                o_wb_value = i_rs1_value_r | I_imm;
                o_inst_finish = 1;
            end
            {7'b0010011,3'b111,1'b?}: begin
                o_inst_valid = 0;
                o_wb_valid = 1;
                o_wb_rd = rd;
                o_wb_value = i_rs1_value_r & I_imm;
                o_inst_finish = 1;
            end
            {7'b0010011,3'b001,1'b?}: begin
                o_inst_valid = 0;
                o_wb_valid = 1;
                o_wb_rd = rd;
                o_wb_value = i_rs1_value_r << I_imm[5:0]; 
                o_inst_finish = 1;               
            end
            {7'b0010011,3'b101,1'b?}: begin
                o_inst_valid = 0;
                o_wb_valid = 1;
                o_wb_rd = rd;
                o_wb_value = i_rs1_value_r >> I_imm[5:0];
                o_inst_finish = 1;
            end
            {7'b0110011,3'b000,1'b0}: begin
                o_inst_valid = 1;
                o_A = i_rs1_value_r;
                o_B = i_rs2_value_r;
                o_C = 0;
                o_rd = rd;
                {o_carry,o_C[15:0]} = o_A[15:0] + o_B[15:0];
            end
            {7'b0110011,3'b000,1'b1}: begin
                o_inst_valid = 1;
                o_A = i_rs1_value_r;
                o_B = ~i_rs2_value_r;
                o_C = 0;
                o_rd = rd;
                {o_carry,o_C[15:0]} = o_A[15:0] + o_B[15:0] + 1;
            end
            {7'b0110011,3'b100,1'b?}: begin
                o_inst_valid = 0;
                o_wb_valid = 1;
                o_wb_rd = rd;
                o_wb_value = i_rs1_value_r ^ i_rs2_value_r;
                o_inst_finish = 1;
            end
            {7'b0110011,3'b110,1'b?}: begin
                o_inst_valid = 0;
                o_wb_valid = 1;
                o_wb_rd = rd;
                o_wb_value = i_rs1_value_r | i_rs2_value_r;
                o_inst_finish = 1;
            end
            {7'b0110011,3'b111,1'b?}: begin
                o_inst_valid = 0;
                o_wb_valid = 1;
                o_wb_rd = rd;
                o_wb_value = i_rs1_value_r & i_rs2_value_r;
                o_inst_finish = 1;
            end
        endcase
    end
end
endmodule
module EX1(
    input               i_clk,
    input               i_rst_n,
    input               i_inst_valid,
    input [63:0]        i_A,
    input [63:0]        i_B,
    input [63:0]        i_C,
    input [4:0]         i_rd,
    input               i_isld,
    input               i_carry,
    output reg          o_inst_valid,
    output reg [63:0]   o_A,
    output reg [63:0]   o_B,
    output reg [63:0]   o_C,
    output reg [4:0]    o_rd,
    output reg          o_isld,
    output reg          o_carry
);
reg               i_inst_valid_r,i_inst_valid_w;
reg [63:0]        i_A_r,i_A_w;
reg [63:0]        i_B_r,i_B_w;
reg [63:0]        i_C_r,i_C_w;
reg [4:0]         i_rd_r,i_rd_w;
reg               i_isld_r,i_isld_w;
reg               i_carry_r,i_carry_w;
integer i;
initial begin
    o_inst_valid = 0;
end
reg first_tick = 1;
always@(posedge i_clk or negedge i_rst_n) begin
    if (~i_rst_n) begin
        i_inst_valid_r      = 0;
        i_A_r               = 0;
        i_B_r               = 0;
        i_C_r               = 0;
        i_rd_r              = 0;
        i_isld_r            = 0;
        i_carry_r           = 0;
    end
    else if (first_tick) begin
        first_tick = 0;
        i_inst_valid_r      = 0;
        i_A_r               = 0;
        i_B_r               = 0;
        i_C_r               = 0;
        i_rd_r              = 0;
        i_isld_r            = 0;
        i_carry_r           = 0;
    end
    else begin
        i_inst_valid_r      = i_inst_valid_w;
        i_A_r               = i_A_w;
        i_B_r               = i_B_w;
        i_C_r               = i_C_w;
        i_rd_r              = i_rd_w;
        i_isld_r            = i_isld_w;
        i_carry_r           = i_carry_w;
    end
end
always@(*) begin
    i_inst_valid_w = i_inst_valid;
    i_A_w = i_A;
    i_B_w = i_B;
    i_C_w = i_C;
    i_rd_w = i_rd;
    i_isld_w = i_isld;
    i_carry_w = i_carry;
end
always@(*) begin
    o_inst_valid = 0;
    if (i_inst_valid_r) begin
        o_inst_valid = 1;
        o_A = i_A_r;
        o_B = i_B_r;
        o_C = i_C_r;
        {o_carry,o_C[31:16]} = i_A_r[31:16] + i_B_r[31:16] + i_carry_r;
        o_rd = i_rd_r;
        o_isld = i_isld_r;
    end
end
endmodule
module EX2(
    input               i_clk,
    input               i_rst_n,
    input               i_inst_valid,
    input [63:0]        i_A,
    input [63:0]        i_B,
    input [63:0]        i_C,
    input [4:0]         i_rd,
    input               i_isld,
    input               i_carry,
    output reg          o_inst_valid,
    output reg [63:0]   o_A,
    output reg [63:0]   o_B,
    output reg [63:0]   o_C,
    output reg [4:0]    o_rd,
    output reg          o_isld,
    output reg          o_carry
);
reg               i_inst_valid_r,i_inst_valid_w;
reg [63:0]        i_A_r,i_A_w;
reg [63:0]        i_B_r,i_B_w;
reg [63:0]        i_C_r,i_C_w;
reg [4:0]         i_rd_r,i_rd_w;
reg               i_isld_r,i_isld_w;
reg               i_carry_r,i_carry_w;
integer i;
initial begin
    o_inst_valid = 0;
end
reg first_tick = 1;
always@(posedge i_clk or negedge i_rst_n) begin
    if (~i_rst_n) begin
        i_inst_valid_r      = 0;
        i_A_r               = 0;
        i_B_r               = 0;
        i_C_r               = 0;
        i_rd_r              = 0;
        i_isld_r            = 0;
        i_carry_r           = 0;
    end
    else if (first_tick) begin
        first_tick = 0;
        i_inst_valid_r      = 0;
        i_A_r               = 0;
        i_B_r               = 0;
        i_C_r               = 0;
        i_rd_r              = 0;
        i_isld_r            = 0;
        i_carry_r           = 0;
    end
    else begin
        i_inst_valid_r      = i_inst_valid_w;
        i_A_r               = i_A_w;
        i_B_r               = i_B_w;
        i_C_r               = i_C_w;
        i_rd_r              = i_rd_w;
        i_isld_r            = i_isld_w;
        i_carry_r           = i_carry_w;
    end
end
always@(*) begin
    i_inst_valid_w = i_inst_valid;
    i_A_w = i_A;
    i_B_w = i_B;
    i_C_w = i_C;
    i_rd_w = i_rd;
    i_isld_w = i_isld;
    i_carry_w = i_carry;
end
always@(*) begin
    o_inst_valid = 0;
    if (i_inst_valid_r) begin
        o_inst_valid = 1;
        o_A = i_A_r;
        o_B = i_B_r;
        o_C = i_C_r;
        {o_carry,o_C[47:32]} = i_A_r[47:32] + i_B_r[47:32] + i_carry_r;
        o_rd = i_rd_r;
        o_isld = i_isld_r;
    end
end
endmodule
module EX3(
    input               i_clk,
    input               i_rst_n,
    input [63:0]        i_d_data,    
    input               i_inst_valid,
    input [63:0]        i_A,
    input [63:0]        i_B,
    input [63:0]        i_C,
    input [4:0]         i_rd,
    input               i_isld,
    input               i_carry,
    output reg          o_wb_valid,
    output reg [4:0]    o_wb_rd,
    output reg [63:0]   o_wb_value,
    output reg          o_inst_finish
);
reg [63:0]        i_d_data_r,i_d_data_w;
reg               i_inst_valid_r,i_inst_valid_w;
reg [63:0]        i_A_r,i_A_w;
reg [63:0]        i_B_r,i_B_w;
reg [63:0]        i_C_r,i_C_w;
reg [4:0]         i_rd_r,i_rd_w;
reg               i_isld_r,i_isld_w;
reg               i_carry_r,i_carry_w;
reg first_tick = 1;
always@(posedge i_clk or negedge i_rst_n) begin
    if (~i_rst_n) begin
        i_d_data_r          = 0;
        i_inst_valid_r      = 0;
        i_A_r               = 0;
        i_B_r               = 0;
        i_C_r               = 0;
        i_rd_r              = 0;
        i_isld_r            = 0;
        i_carry_r           = 0;
    end
    else if (first_tick) begin
        first_tick = 0;
        i_d_data_r          = 0;
        i_inst_valid_r      = 0;
        i_A_r               = 0;
        i_B_r               = 0;
        i_C_r               = 0;
        i_rd_r              = 0;
        i_isld_r            = 0;
        i_carry_r           = 0;
    end
    else begin
        i_d_data_r          = i_d_data_w;
        i_inst_valid_r      = i_inst_valid_w;
        i_A_r               = i_A_w;
        i_B_r               = i_B_w;
        i_C_r               = i_C_w;
        i_rd_r              = i_rd_w;
        i_isld_r            = i_isld_w;
        i_carry_r           = i_carry_w;
    end
end
always@(*) begin
    i_inst_valid_w = i_inst_valid;
    i_d_data_w = i_d_data;
    i_A_w = i_A;
    i_B_w = i_B;
    i_C_w = i_C;
    i_rd_w = i_rd;
    i_isld_w = i_isld;
    i_carry_w = i_carry;
end
always@(*) begin
    o_wb_valid = 0;
    o_inst_finish = 0;
    if (i_inst_valid_r) begin
        o_wb_valid = 1;
        o_wb_rd = i_rd_r;
        if (i_isld_r) begin
            o_wb_value = i_d_data_r;
        end
        else begin
            o_wb_value = i_C_r;
            o_wb_value[63:48] = i_A_r[63:48] + i_B_r[63:48] + i_carry_r;
        end
        o_inst_finish = 1;
    end
end
endmodule
### run.sh
#!/bin/bash
# OpenROAD 26Q1-2900-gdf79404cd8, Yosys 0.63+post, stock flow scripts
make -C /OpenROAD-flow-scripts/flow DESIGN_CONFIG=/design/flow/config.mk WORK_HOME=/design/flow/orfs finish
### config.mk
export PLATFORM = sky130hd
export DESIGN_NAME = EX0
export DESIGN_NICKNAME = EX0
export VERILOG_FILES = /design/flow/design.v
export SDC_FILE = /design/flow/constraint.sdc
export NUM_CORES = 4
export LEC_CHECK = 1
export CORE_UTILIZATION = 30
### constraint.sdc
current_design EX0

set clk_period 10.6
set clk_io_pct 0.2

create_clock -name clk0 -period $clk_period [get_ports {i_clk}]

set non_clock_inputs [all_inputs -no_clocks]
set_input_delay [expr $clk_period * $clk_io_pct] -clock clk0 $non_clock_inputs
set_output_delay [expr $clk_period * $clk_io_pct] -clock clk0 [all_outputs]
==> insert_results.sql <==
-- implementation run metrics
INSERT INTO impl_metrics (metric_group, metric, value, unit) VALUES
('status', 'run_status', 'finished clean', ''),
('sta', 'post-route-period-util', '0.653', ''),
('floorplan', 'floorplan.core_area', '101000', 'µm²'),
('flow_run', 'max_capacitance_violation_total', '0', ''),
('min_path', 'min-delay-path-class', 'register to register', ''),
('flow_run', 'openroad.warnings', '50', ''),
('worst_setup_path', 'critical_path.reg2reg.startpoint', 'first_tick', ''),
('worst_setup_path', 'timing.setup.critical_path_class', 'register to output pin', ''),
('worst_setup_path', 'critPathTopFamily', 'simple AND/OR/NAND/NOR gates', ''),
('worst_setup_path', 'cp.buffers_inverters', '2', ''),
('final_layout', 'area_growth_syn_to_fin', '30.2', '%'),
('grt', 'grt_first_pass_wirelength', '219000', 'µm'),
('worst_setup_path', 'cp_cell_sequence', 'ha_1, nand2_1, nor3_1, nand4_1, nor4_1, xnor2_1, nor4_1, buf_4, clkdlybuf4s50_1', ''),
('final_layout', 'drive_gt1_frac', '0.0895', ''),
('route', 'post-route-drc-count', '0', ''),
('sta', 'period_minus_slack', '6.92', 'ns'),
('yosys', 'post_synth.cell_area_avg', '9.31', 'µm²'),
('floorplan', 'dieArea', '103000', 'µm²'),
('yosys', 'ys_dominant_reg_cell', 'sky130_fd_sc_hd__dlxtn_1', ''),
('sta', 'unclocked_regs', '475', ''),
('cts', 'clk-insertion-delay-late', '0.63', 'ns'),
('sta', 'maxClockFrequency', '145', 'MHz'),
('grt', 'grt_max_degree', '117', ''),
('min_path', 'holdCritStartpoint', 'first_tick', ''),
('floorplan', 'rows', '116', ''),
('grt', 'global_route.usage.total', '0.313', ''),
('yosys', 'synth.distinct_cells', '81', ''),
('grt', 'grt_antenna_before_repair', '7', ''),
('yosys', 'ys_ff', '696', ''),
('worst_setup_path', 'critical-path-slowest-cell', 'sky130_fd_sc_hd__dfrtp_1', ''),
('yosys', 'postSynth.asyncResetShare', '0.316', ''),
('sta', 'tightestPinTransition', '1.14', 'ns'),
('sta', 'grt_setup_unrepaired', 'false', ''),
('cts', 'tritoncts_clock_tree', 'yes', ''),
('route', 'drt_pass1_iterations', '6', ''),
('sta', 'finalSetupViolCount', '0', ''),
('place', 'dp.final_hpwl', '121000', 'µm'),
('yosys', 'synth-warning-count', '1', ''),
('yosys', 'syn_area', '30600', 'µm²'),
('final_layout', 'layout.filler_cells', '9870', ''),
('worst_setup_path', 'cp-start-kind', 'register', ''),
('sta', 'clock_skew', '0.0275', 'ns'),
('yosys', 'synth.yosys.num_cells', '3287', ''),
('sta', 'fin_setup_tns', '0', 'ns'),
('cts', 'cts.path.max_buffers', '3', ''),
('grt', 'via_count_of_the_first_global_routing_pass', '27100', ''),
('yosys', 'topCellsByArea', 'sky130_fd_sc_hd__dlxtn_1 (23%), sky130_fd_sc_hd__dfrtp_1 (18%), sky130_fd_sc_hd__mux4_2 (10%)', ''),
('sta', 'finalHoldViolCount', '0', ''),
('cts', 'cts-resized-gates', '0', ''),
('yosys', 'synthCells', '3287', ''),
('route', 'post_drt_wl_per_cell', '30.6', 'µm'),
('worst_setup_path', 'timing.critical_path.mode_cell', 'sky130_fd_sc_hd__nor4_1', ''),
('cts', 'clock_tree.root_cell', 'sky130_fd_sc_hd__clkbuf_16', ''),
('yosys', 'yosys_area', '30600', 'µm²'),
('yosys', 'synth_area_leader_cell', 'sky130_fd_sc_hd__dlxtn_1', ''),
('worst_setup_path', 'critical_path.endpoint_type', 'output pin', ''),
('worst_setup_path', 'startpoint', 'i_rs1_value_r[10]', ''),
('worst_setup_path', 'crit_path_max_incr_delay', '0.67', 'ns'),
('sta', 'max-slew-margin-rel', '0.232', ''),
('route', 'detail_route.wirelength', '160000', 'µm'),
('route', 'vias', '28600', ''),
('pwr', 'power.density_cell_area', '95.9', 'nW/µm²'),
('grt', 'grt_overflow', '0', ''),
('worst_setup_path', 'crit_path_max_fanout', '17', ''),
('route', 'detail-route-antenna-nets', '0', ''),
('sta', 'untimed_endpoints', '950', ''),
('floorplan', 'io_pins', '758', ''),
('cts', 'clock_buffer_count_from_cts', '30', ''),
('sta', 'final_max_slew_viol_count', '0', ''),
('yosys', 'synth-edff-count', '1', ''),
('floorplan', 'fp.dieH', '321', 'µm');
## flip-flops by register name, summed over array words and instances (netlist names), 16 cells and up
register       flops
i_inst_addr_r     64
i_rs1_value_r     64
i_rs2_value_r     64
o_A               64
o_B               64
o_d_r_addr        64
o_d_w_addr        64
o_d_w_data        64
o_jmp_addr        64
o_wb_value        64
i_inst_r          27
o_C               16
## per-stage QoR
step                      hold slack (ns)  std cells  power [mW]  cell area (µm²)  setup WS [ns]
final                               0.874       5226        3.82            39800           3.68
after global routing                0.936       5223        3.97            39800           3.51
after CTS                           0.918       5222        3.81            39800           3.58
after detailed placement            0.915       5168        2.76            38800           4.27
after global placement              0.907       5168        2.77            38800           4.27
after floorplan                     0.736       3335        1.88            30800           5.25
## worst min-delay path, stage by stage (launching register included)
cell and delay, ns:
sky130_fd_sc_hd__edfxtp_1 0.41, sky130_fd_sc_hd__buf_12 0.26, sky130_fd_sc_hd__nor2b_1 0.16
## Yosys cell counts (21+ instances only)
cell type	instances
sky130_fd_sc_hd__buf_1	36
sky130_fd_sc_hd__buf_2	51
sky130_fd_sc_hd__o21ai_0	148
sky130_fd_sc_hd__a211oi_1	47
sky130_fd_sc_hd__nor2_1	276
sky130_fd_sc_hd__nand2_1	173
sky130_fd_sc_hd__o21ai_1	23
sky130_fd_sc_hd__nor3_1	32
sky130_fd_sc_hd__mux4_2	136
sky130_fd_sc_hd__xnor2_1	118
sky130_fd_sc_hd__clkbuf_1	189
sky130_fd_sc_hd__dlxtn_1	475
sky130_fd_sc_hd__o211ai_1	61
sky130_fd_sc_hd__nand3_1	35
sky130_fd_sc_hd__buf_4	57
sky130_fd_sc_hd__a21oi_1	322
sky130_fd_sc_hd__ha_1	60
sky130_fd_sc_hd__a21o_1	21
sky130_fd_sc_hd__mux2i_1	105
sky130_fd_sc_hd__o221ai_1	26
sky130_fd_sc_hd__o22ai_1	22
sky130_fd_sc_hd__nor2b_1	235
sky130_fd_sc_hd__dfrtp_1	220
sky130_fd_sc_hd__inv_1	68
sky130_fd_sc_hd__xor2_1	86
## final cells by class
cell class	count	area, µm²	area share
Multi-Input combinational cell	2225	16300	0.408
Clock buffer	41	842	0.0211
Sequential cell	696	12700	0.319
Clock inverter	13	130	0.00327
Antenna cell	4	10.0	0.000251
Inverter	71	272	0.00682
Tap cell	1357	1700	0.0426
Timing Repair Buffer	819	7930	0.199
## placed cells by master, fill, tap and decap left out, types with 34 or more instances in the layout
| cell | Yosys | layout |
|---|---|---|
| sky130_fd_sc_hd__a211oi_1 | 47 | 47 |
| sky130_fd_sc_hd__clkdlybuf4s50_1 | 0 | 702 |
| sky130_fd_sc_hd__xor2_1 | 86 | 86 |
| sky130_fd_sc_hd__a21oi_1 | 322 | 322 |
| sky130_fd_sc_hd__mux2i_1 | 105 | 105 |
| sky130_fd_sc_hd__conb_1 | 2 | 50 |
| sky130_fd_sc_hd__o211ai_1 | 61 | 61 |
| sky130_fd_sc_hd__xnor2_1 | 118 | 118 |
| sky130_fd_sc_hd__nand3_1 | 35 | 34 |
| sky130_fd_sc_hd__ha_1 | 60 | 60 |
| sky130_fd_sc_hd__nor2_1 | 276 | 273 |
| sky130_fd_sc_hd__nor2b_1 | 235 | 235 |
| sky130_fd_sc_hd__mux4_2 | 136 | 136 |
| sky130_fd_sc_hd__dlxtn_1 | 475 | 475 |
| sky130_fd_sc_hd__inv_1 | 68 | 63 |
| sky130_fd_sc_hd__o21ai_0 | 148 | 147 |
| sky130_fd_sc_hd__dfrtp_1 | 220 | 214 |
| sky130_fd_sc_hd__buf_4 | 57 | 115 |
| sky130_fd_sc_hd__nand2_1 | 173 | 173 |
## power breakdown
group	switching [mW]	internal (mW)	total (mW)
registers	0.170	1.08	1.25
logic	0.827	0.709	1.54
clock network	0.448	0.580	1.03
total	1.45	2.37	3.82
## final timing paths
check | slack [ns] | to | depth (start not counted)
max | 3.68 | o_jmp_valid | 9
min reg2reg | 0.87 | i_rs1_value_r[38] | 2
max in group asynchronous | 7.46 | i_inst_addr_r[46] | 3
max reg2reg | 8.47 | i_rs1_value_r[1] | 3
min | 0.87 | i_rs1_value_r[38] | 2
min in group asynchronous | 1.36 | i_rs1_value_r[1] | 1
## kinds of logic (layout without fill, tap and decap cells)
group | Yosys count | count (layout) | share of synthesized area
latches | 475 | 475 | 0.233
AND/OR/NAND/NOR | 840 | 840 | 0.133
buffers and inverters | 414 | 944 | 0.0623
flip-flops | 221 | 221 | 0.181
other | 2 | 54 | 0.000245
multiplexers | 251 | 251 | 0.138
XOR/XNOR | 204 | 204 | 0.0584
AND-OR/OR-AND | 807 | 807 | 0.163
adder cells (fa/ha/maj) | 73 | 73 | 0.0304
## metal layers
layer / track usage / part of all wire
met1: 0.428 / 0.40
met2: 0.461 / 0.44
met3: 0.135 / 0.12
met4: 0.0843 / 0.035
met5: 0.0118 / 0.0016
No activity file was given, so power comes from the tool's default toggle rates.
