==> flow/design.v <==
module IF(
    input               i_clk,
    input               i_rst_n,
    input               i_i_valid_inst,  
    input [31:0]        i_i_inst,        
    input               i_EX0_inst_finish,
    input               i_EX3_inst_finish,
    input               i_EX0_jmp_valid,
    input [63:0]        i_EX0_jmp_addr,
    output reg          o_i_valid_addr,  
    output reg [63:0]   o_i_addr,        
    output reg          o_inst_valid,
    output reg [31:0]   o_inst,
    output reg [63:0]   o_inst_addr
);
reg             i_i_valid_inst_r,i_i_valid_inst_w;
reg [31:0]      i_i_inst_r,i_i_inst_w;
reg             i_EX0_inst_finish_r,i_EX0_inst_finish_w;
reg             i_EX3_inst_finish_r,i_EX3_inst_finish_w;
reg             i_EX0_jmp_valid_r,i_EX0_jmp_valid_w;
reg [63:0]      i_EX0_jmp_addr_r,i_EX0_jmp_addr_w;
reg is_start_r, is_start_w;
reg can_send_r, can_send_w;
reg buf_valid_r, buf_valid_w;
reg running_r, running_w;
initial begin
    o_i_valid_addr  = 0;
    o_i_addr        = 0;
    o_inst_valid    = 0;
    o_inst          = 0;
    o_inst_addr     = 0;
    is_start_w = 1;
    can_send_w = 1;
    buf_valid_w = 0;
end
reg first_tick = 1;
always@(posedge i_clk or negedge i_rst_n) begin
    if (~i_rst_n) begin
        i_i_valid_inst_r        = 0;
        i_i_inst_r              = 0;
        i_EX0_inst_finish_r     = 0;
        i_EX3_inst_finish_r     = 0;
        i_EX0_jmp_valid_r       = 0;
        i_EX0_jmp_addr_r        = 0;
        is_start_r          = 0;
        can_send_r          = 0;
        buf_valid_r         = 0;
    end
    else if (first_tick) begin
        first_tick = 0;
        i_i_valid_inst_r        = 0;
        i_i_inst_r              = 0;
        i_EX0_inst_finish_r     = 0;
        i_EX3_inst_finish_r     = 0;
        i_EX0_jmp_valid_r       = 0;
        i_EX0_jmp_addr_r        = 0;
        is_start_r          = 0;
        can_send_r          = 0;
        buf_valid_r         = 0;
    end
    else begin
        i_i_valid_inst_r        = i_i_valid_inst_w;
        i_i_inst_r              = i_i_inst_w;
        i_EX0_inst_finish_r     = i_EX0_inst_finish_w;
        i_EX3_inst_finish_r     = i_EX3_inst_finish_w;
        i_EX0_jmp_valid_r       = i_EX0_jmp_valid_w;
        i_EX0_jmp_addr_r        = i_EX0_jmp_addr_w;
        running_r           = running_w;
        is_start_r          = is_start_w;
        can_send_r          = can_send_w;
        buf_valid_r         = buf_valid_w;
    end
end
always @(*) begin
    i_i_valid_inst_w = i_i_valid_inst;
    i_i_inst_w = i_i_inst;
    i_EX0_inst_finish_w = i_EX0_inst_finish;
    i_EX3_inst_finish_w = i_EX3_inst_finish;
    i_EX0_jmp_valid_w = i_EX0_jmp_valid;
    i_EX0_jmp_addr_w = i_EX0_jmp_addr;
end
reg [63:0] pc = 0;
reg [63:0] buf_inst_addr;
reg [31:0] buf_inst;
always@(*) begin
    o_i_valid_addr = 0;
    o_inst_valid = 0;
    if (is_start_r) begin
        o_i_valid_addr = 1;
        o_i_addr = pc;
        is_start_w = 0;
    end
    else begin
        if (i_i_valid_inst_r) begin
            buf_valid_w = 1;
            buf_inst = i_i_inst_r;
            buf_inst_addr = pc;
        end
        if (i_EX0_inst_finish_r || i_EX3_inst_finish_r) begin
            can_send_w = 1;
            if (i_EX0_jmp_valid_r) begin
                pc = i_EX0_jmp_addr_r;
                is_start_w = 1;
            end
        end
        if (buf_valid_r && can_send_r) begin
            o_inst_valid = 1;
            o_inst = buf_inst;
            o_inst_addr = buf_inst_addr;
            pc = {pc[63:8], pc[7:0] + 8'd4};
            o_i_valid_addr = 1;
            o_i_addr = pc;
            buf_valid_w = 0;
            can_send_w = 0;
        end
    end
end
endmodule
==> flow/run.sh <==
#!/bin/bash
# OpenROAD 26Q1-2900-gdf79404cd8, Yosys 0.63+post, stock flow scripts
make -C /OpenROAD-flow-scripts/flow DESIGN_CONFIG=/design/flow/config.mk WORK_HOME=/design/flow/orfs finish
==> flow/config.mk <==
export PLATFORM = sky130hd
export DESIGN_NAME = IF
export DESIGN_NICKNAME = IF
export VERILOG_FILES = /design/flow/design.v
export SDC_FILE = /design/flow/constraint.sdc
export NUM_CORES = 4
export LEC_CHECK = 1
export CORE_UTILIZATION = 40
==> flow/constraint.sdc <==
current_design IF

set clk_period 2.6
set clk_io_pct 0.2

create_clock -name clk0 -period $clk_period [get_ports {i_clk}]

set non_clock_inputs [all_inputs -no_clocks]
set_input_delay [expr $clk_period * $clk_io_pct] -clock clk0 $non_clock_inputs
set_output_delay [expr $clk_period * $clk_io_pct] -clock clk0 [all_outputs]
==> impl_report.txt <==
FLOW METRICS REPORT
----------------------------------------------------
[Timing]
  Setup repair after global routing missed its margin ........................ no
  Max-slew violation count ........................ 0
  Worst setup skew after layout ........................ 0.0117 ns
  Setup violators final ........................ 0
  Aggregate negative setup slack ........................ 0 ns
  Share of the cycle needed by the critical path after routing ........................ 0.938
  Fmax ........................ 410 MHz
  Number of hold violations in the final report ........................ 0
  Count of unclocked register or latch pins ........................ 323
  Final Critical Period ........................ 2.44 ns
  Worst Max-Slew Pin Slew ........................ 0.751 ns
  Endpoints left unconstrained ........................ between 400 and 500
  Headroom to the max-slew limit ........................ 0.499

[Place]
  Global placer's final weighted congestion ........................ 0.804
  Total placed instance area ........................ 14,200 µm²
  Hpwl dp ........................ 16,900 µm
  Input/output buffers ........................ 263

[Synth]
  Async set-reset flop share out of synthesis ........................ 0.241
  Mean area per synthesized cell ........................ 11.5 µm²
  Synthesized netlist cell count ........................ approximately 980
  Number of standard cells reported by yosys ........................ around 980
  Count of yosys warnings during synthesis ........................ 225
  Top cell type by instance count after synthesis ........................ dlxtn_1
  Number of storage elements in the synthesis netlist ........................ 427
  Mapped Area ........................ 11,200 µm²
  Dominant cell type by area after synthesis ........................ dlxtn_1
  Dominant synthesized flop cell ........................ dlxtn_1
  Number of flops mapped to enable cells by yosys ........................ 1
  XOR/XNOR share of the synthesized area ........................ 0.00858
  Post-Synth AOI/OAI Area ........................ 0.00880
  Simple Share, Synth ........................ 0.131
  Proportion of synthesized area in mux cells ........................ 0.161
  Comb area leader ........................ multiplexers
  Adder-Cell Fraction of Synth Area ........................ 0.00111
  Dominant cell area share ........................ 0.432
  Leading cell types by count after synthesis ........................ dlxtn_1, nand2_1, dfrtp_1, nor2b_1, mux2_2
  Chip area in the Yosys report ........................ 11,200 µm²
  Biggest area cells ........................ dlxtn_1, dfrtp_1, mux2_2, nand2_1, nor2b_1
  Tally of unique sky130hd cells used after synthesis ........................ 35

[GRT]
  Global-route congestion overflow total ........................ 0
  Global-route usage over all layers ........................ 0.197
  Via count of the first global-routing pass ........................ between 7,000 and 8,000
  Pin count of the biggest net entering global routing ........................ 69
  Initial antenna violation count ........................ 0
  Wire length of the first global-routing pass ........................ 41,700 µm

[Layout]
  Post-Route Utilization ........................ 0.533
  Post-synthesis to final-layout area growth ........................ 29.4%
  Fraction of final layout cells sized beyond drive strength 1 ........................ 0.116
  Cell area after layout ........................ 14,500 µm²

[Detailed routing]
  Post-route DRC ........................ 0
  Antenna Violating Nets Remaining ........................ 0
  Via total after detailed routing ........................ 7,336
  Detail-routed net length per standard cell ........................ 16.5 µm
  Antenna cells ........................ 0
  DR pass1 iterations ........................ 6
  Detailed-route wire length ........................ 26,400 µm
  Drt via density ........................ 4.59
  Drt initial violations ........................ approximately 300

[Critical path]
  Nature of the critical path endpoint ........................ output port
  Logic depth of the worst register-to-register path ........................ 2
  Kind of critical path ........................ reg -> out
  Startpoint type of the worst setup path ........................ flip-flop
  Worst setup endpoint ........................ o_i_valid_addr
  Crit path launch ........................ is_start_r
  Setup slack of the most critical reg-to-reg path ........................ about 1.4 ns
  Cell breakdown of the critical path ........................ inv_1, nand2_1, clkdlybuf4s50_1
  Largest fanout on the critical path ........................ 13
  Maximum cell stage delay along the critical path ........................ 0.63 ns
  Critical R2R Launch ........................ first_tick
  Slowest stage cell, crit path ........................ dfrtp_1
  Data required time of the worst path ........................ 2.08 ns
  Worst flop-to-flop path endpoint ........................ i_EX0_inst_finish_r
  Crit path arrival time ........................ 1.92 ns

[Die]
  Share of the core filled by cells before placement ........................ 0.412
  Die Span X ........................ roughly 170 µm
  DIE HEIGHT ........................ around 170 µm
  Std cell rows ........................ ~60
  Die area ........................ 28,800 µm²
  Total I/O pin count ........................ 264
  Core ar. ........................ 27,300 µm²

[Power]
  Worst ir drop on vdd ........................ 0.361 mV
  Pleak ........................ 6.77 nW
  Cell area power density ........................ a little over 400 nW/µm²
  Post-layout power ........................ between 5 and 6 mW

[Clock tree]
  Clk slew on worst S/H paths ........................ 0.08 ns
  Latency at later pin ........................ 0.36 ns
  TritonCTS clock tree ........................ built
  Total clock buffers created by CTS ........................ 9
  H-Tree Depth ........................ 3
  Post CTS Setup Buffer Count ........................ 0
  Root cell of the clock tree ........................ clkbuf_16
  CTS max path bufs ........................ 2

[Hold path]
  Classification of the worst-slack hold path ........................ in -> async

[Run status]
  Status ........................ completed

[Job]
  Max capacitance violation total ........................ 0
  Number of warnings in the stage logs ........................ 25

----------------------------------------------------
## cell families after synthesis
kind of cell | Yosys count
other | 1
buffers and inverters | 50
xor gates and xnor gates | 11
adders and majority gates | 1
and+or+nand+nor | 314
DFF | 104
latches | 323
AOI/OAI and AO/OA | 13
muxes | 161
## worst min path at each step
stage	startpoint	end	slack [ns]
finish	i_rst_n	i_i_inst_r[25]	0.14
global route	i_rst_n	i_i_inst_r[23]	0.18
CTS	i_rst_n	i_i_inst_r[23]	0.16
## registers in the layout, summed over array words and instances, names as in the netlist, 32 cells and up
register,flops
o_i_addr,64
o_inst_addr,64
buf_inst,32
o_inst,32
pc,64
i_i_inst_r,32
buf_inst_addr,64
i_EX0_jmp_addr_r,64
## critical path: cells and delay by family, from the launching register on
| kind | cells | cell delay [ns] |
|---|---|---|
| buffers and inverters | 2 | 0.78 |
| flip-flops | 1 | 0.63 |
| AND/OR/NAND/NOR | 1 | 0.16 |
## stage by stage
step | setup WS, ns | hold slack [ns] | std cells
after floorplan | 1.25 | 0.224 | 978
after global placement | 0.440 | 0.558 | 1583
after detailed placement | 0.399 | 0.561 | 1583
after CTS | 0.0922 | 0.165 | 1599
after global routing | 0.0350 | 0.184 | 1599
final | 0.160 | 0.145 | 1599
## cells in the final DEF (no fill, tap or decap), drive strengths merged
cell type      count
clkinv             2
and3               3
edfxtp             1
dfrtp            103
clkbuf             9
a21oi              3
and2               1
a32o               1
dlxtn            323
buf               16
mux2             157
o21ai              4
xnor2              6
nor3               1
nand2            189
o31ai              1
bufinv             2
xor2               5
clkinvlp           1
mux2i              4
o22a               2
conb               1
or3                1
nor2b            103
a221o              1
nand4              3
nor2               8
nand3              5
inv                7
o21a               1
ha                 1
clkdlybuf4s50    262
## area by class of cell
type / count / area (µm²)
Timing Repair Buffer: 278 / 2760
Multi-Input combinational cell: 501 / 3510
Inverter: 5 / 20.0
Clock inverter: 7 / 98.8
Fill cell: 2399 / 12700
Sequential cell: 427 / 7460
Clock buffer: 9 / 225
Tap cell: 372 / 465
## report_power, final
part | internal [mW] | leakage (nW) | switching [mW] | total (mW)
logic | 0.932 | 2.74 | 0.593 | 1.52
clock network | 0.855 | 0.157 | 0.684 | 1.54
registers | 2.62 | 3.87 | 0.269 | 2.89
## per-layer routing
layer  GRT usage  wire [µm]
met3      0.0494       2090
met2       0.295      11600
met1       0.318      12500
met5           0          0
met4      0.0141        201
## timing repair
action	in CTS	in global routing
hold buffers	0	0
endpoints found under the setup margin	1	1
hold endpoints to repair	0	0
resized	1	1
No activity file was given, so power comes from the tool's default toggle rates.
