--- /design/flow/constraint.sdc ---
current_design ID

set clk_period 8.0
set clk_io_pct 0.2

create_clock -name clk0 -period $clk_period [get_ports {i_clk}]

set non_clock_inputs [all_inputs -no_clocks]
set_input_delay [expr $clk_period * $clk_io_pct] -clock clk0 $non_clock_inputs
set_output_delay [expr $clk_period * $clk_io_pct] -clock clk0 [all_outputs]
--- /design/flow/design.v ---
module ID(
    input               i_clk,
    input               i_rst_n,
    input               i_inst_valid,
    input [31:0]        i_inst, 
    input [63:0]        i_inst_addr,
    input               i_EX0_wb_valid,
    input [4:0]         i_EX0_wb_rd,
    input [63:0]        i_EX0_wb_value,
    input               i_EX3_wb_valid,
    input [4:0]         i_EX3_wb_rd,
    input [63:0]        i_EX3_wb_value,
    output reg          o_inst_valid,
    output reg [31:0]   o_inst,
    output reg [63:0]   o_inst_addr,
    output reg [63:0]   o_rs1_value,
    output reg [63:0]   o_rs2_value
);
reg               i_inst_valid_r,i_inst_valid_w;
reg [31:0]        i_inst_r, i_inst_w;
reg [63:0]        i_inst_addr_r, i_inst_addr_w;
reg               i_EX0_wb_valid_r, i_EX0_wb_valid_w;
reg [4:0]         i_EX0_wb_rd_r, i_EX0_wb_rd_w;
reg [63:0]        i_EX0_wb_value_r, i_EX0_wb_value_w;
reg               i_EX3_wb_valid_r,i_EX3_wb_valid_w;
reg [4:0]         i_EX3_wb_rd_r,i_EX3_wb_rd_w;
reg [63:0]        i_EX3_wb_value_r,i_EX3_wb_value_w;
reg [63:0] reg_file [31:0];
integer i;
initial begin
    o_inst_valid = 0;
    for (i=0;i<=31;i=i+1)
        reg_file[i] = 0;
end
reg first_tick = 1;
always@(posedge i_clk or negedge i_rst_n) begin
    if (~i_rst_n) begin
        i_inst_valid_r      = 0;
        i_inst_r            = 0;
        i_inst_addr_r       = 0;
        i_EX0_wb_valid_r     = 0;
        i_EX0_wb_rd_r        = 0;
        i_EX0_wb_value_r     = 0;
    end
    else if (first_tick) begin
        first_tick = 0;
        i_inst_valid_r      = 0;
        i_inst_r            = 0;
        i_inst_addr_r       = 0;
        i_EX0_wb_valid_r     = 0;
        i_EX0_wb_rd_r        = 0;
        i_EX0_wb_value_r     = 0;
    end
    else begin
        i_inst_valid_r      = i_inst_valid_w;
        i_inst_r            = i_inst_w;
        i_inst_addr_r       = i_inst_addr_w;
        i_EX0_wb_valid_r    = i_EX0_wb_valid_w;
        i_EX0_wb_rd_r       = i_EX0_wb_rd_w;
        i_EX0_wb_value_r    = i_EX0_wb_value_w;
        i_EX3_wb_valid_r    = i_EX3_wb_valid_w;
        i_EX3_wb_rd_r       = i_EX3_wb_rd_w;
        i_EX3_wb_value_r    = i_EX3_wb_value_w;
    end
end
always@(*) begin
    i_inst_valid_w          = i_inst_valid;
    i_inst_w                = i_inst;
    i_inst_addr_w           = i_inst_addr;
    i_EX0_wb_valid_w        = i_EX0_wb_valid;
    i_EX0_wb_rd_w           = i_EX0_wb_rd;
    i_EX0_wb_value_w        = i_EX0_wb_value;
    i_EX3_wb_valid_w        = i_EX3_wb_valid;
    i_EX3_wb_rd_w           = i_EX3_wb_rd;
    i_EX3_wb_value_w        = i_EX3_wb_value;
end
always@(*) begin
    o_inst_valid = 0;
    if (i_EX0_wb_valid_r) begin
        reg_file[i_EX0_wb_rd_r] = i_EX0_wb_value_r;
    end
    else if (i_EX3_wb_valid_r) begin
        reg_file[i_EX3_wb_rd_r] = i_EX3_wb_value_r;
    end
    else if (i_inst_valid_r) begin
        o_inst_valid = 1;
        o_inst = i_inst_r;
        o_inst_addr = i_inst_addr_r;
        o_rs1_value = reg_file[i_inst_r[19:15]];
        o_rs2_value = reg_file[i_inst_r[24:20]];
    end
end
endmodule
--- /design/flow/run.sh ---
#!/bin/bash
# OpenROAD 26Q1-2900-gdf79404cd8, Yosys 0.63+post, stock flow scripts
make -C /OpenROAD-flow-scripts/flow DESIGN_CONFIG=/design/flow/config.mk WORK_HOME=/design/flow/orfs finish
--- /design/flow/config.mk ---
export PLATFORM = sky130hd
export DESIGN_NAME = ID
export DESIGN_NICKNAME = ID
export VERILOG_FILES = /design/flow/design.v
export SDC_FILE = /design/flow/constraint.sdc
export NUM_CORES = 4
export LEC_CHECK = 1
export CORE_UTILIZATION = 50
==> flow_summary_export.csv <==
group,metric,value,unit
status,status,"complete, but fails checks",
status,violations,"antenna rules",
final_timing,fin_crit,3850,ps
floorplan,core_area,0.1356,mm^2
clock_tree,hold_buffers,0,
worst_setup_path,critPathBufInv,1,
grt,first_global_vias,68670,
logic_synthesis,ys_ff,2510,
worst_setup_path,r2r-end,"i_EX3_wb_value_r[26]",
grt,grt_pass1_wl,573400,um
final_timing,fin_skew,89.04,ps
logic_synthesis,synth.distinct_cells,72,
min_path,min_to,"i_EX0_wb_value_r[38]",
clock_tree,cts_resized,0,
floorplan,num_rows,135,
floorplan,fp_util,50.47,%
clock_tree,clock_path_buffers,3,
worst_setup_path,reg2reg_depth,4,
grt,antenna_found_initial,40,
final_timing,finalCritPeriodShare,48.12,%
final_timing,worst_pin_slew,1455,ps
floorplan,io_pins,464,
min_path,worstHoldPathType,"reg -> reg",
logic_synthesis,synth_top_cell_by_area,"dlxtn_1",
grt,busiest_layer,"met2",
logic_synthesis,synth_warnings,2,
floorplan,fp.dieH,372,um
logic_synthesis,syn_area,0.06845,mm^2
place,dpl.cell_count,8868,
worst_setup_path,crit_fanout,28,
min_path,whs_path_depth,2,
place,place.gp.congestion,1.112,
worst_setup_path,crit_slowest_cell,"dfrtp_4",
worst_setup_path,worstPathRequired,6400,ps
logic_synthesis,most_common_cell,"dlxtn_1",
logic_synthesis,ys_cells,6813,
final_timing,worst_slack,4150,ps
final_layout,postLayoutCoreUtil,57.08,%
final_layout,syn_to_final_growth,13.11,%
clock_tree,cts_buffers,27,
routing,vias,73910,
worst_setup_path,reg2reg_from,"first_tick",
worst_setup_path,worstSetupPathType,"reg -> out",
place,dp_hpwl,246700,um
final_timing,unclocked_regs,2272,
grt,gr-usage-met3,55.64,%
logic_synthesis,yosys-top-cells-count,"dlxtn_1 (2272), a22oi_1 (1559), nand2_1 (375)",
final_timing,rsz0062_at_grt,"false",
clock_tree,clk_latency,690,ps
pwr,leakagePower,32.88,nW
grt,grt_max_degree,91,
logic_synthesis,syn_area_per_cell,10.05,um^2
clock_tree,clk_pin_slew,70,ps
floorplan,die_w,372,um
worst_setup_path,critPathMaxStageDelay,720,ps
grt,overflow,0,
pwr,power,0.007289,W
logic_synthesis,synthFlopType,"dlxtn_1",
final_timing,max_freq,259.8,MHz
final_timing,setup_violations,0,
clock_tree,root_buffer,"clkbuf_16",
grt,grt_use_met2,75.78,%
worst_setup_path,worstSetupStartpointType,"register",
clock_tree,cts_setup_buffers,0,
final_timing,finalSetupTns,0,ps
worst_setup_path,endpoint_kind,"primary output",
floorplan,dieArea,0.1384,mm^2
final_layout,layout-drive-gt1-share,8.366,%
worst_setup_path,cp.arrival,2250,ps
final_timing,relSlewSlack,2.815,%
final_timing,slew_viol_final,0,
pwr,powerDensity,94.15,mW/mm^2
final_timing,final_hold_viol_count,0,
final_layout,final_cells,9012,
place,place_ws,3800,ps
logic_synthesis,edf_count,71,
routing,viasPerCell,8.201,
worst_setup_path,r2r_slack,5100,ps
grt,grt_usage,64.58,%
logic_synthesis,top_cells_by_area,"dlxtn_1 (50%), a22oi_1 (17%), dfrtp_1 (6.1%)",
flow_run,cap_violations,0,
routing,routed_wl,432500,um
worst_setup_path,cp_cell_sequence,"nor2_1, and2_1, clkdlybuf4s50_1",
final_timing,untimed_endpoints,2496,
routing,firstDrtPassIters,10,
logic_synthesis,syn_inst,6813,
logic_synthesis,async_reset_ff_share,6.653,%
routing,drtIter0Drc,11880,
pwr,peakVddDrop,156.1,uV
logic_synthesis,yosysTopAreaCellShare,49.82,%
min_path,hold_start,"first_tick",
routing,wl_per_cell,47.99,um
grt,grt_util_met1,72.31,%
flow_run,tool_warnings,26,
routing,ant_nets,1,
worst_setup_path,path_delay_family,"flip-flops",
place,port_buffers,463,
logic_synthesis,yosys-stat-area,0.06845,mm^2
clock_tree,htreeDepth,1,
routing,drc_errors,0,
clock_tree,cts_tree,"yes",
[per-layer routing]
layer / part of all wire [%] / wire [um]
met1: 32 / 137100
met2: 35 / 152500
met3: 21 / 91380
met4: 11 / 48640
met5: 0.66 / 2864
[kinds of logic after synthesis]
| group | after synthesis | share of synthesized area, % |
|---|---|---|
| latches | 2272 | 49.82 |
| AND-OR/OR-AND | 2184 | 23.93 |
| AND/OR/NAND/NOR | 1408 | 10.53 |
| buffers and inverters | 507 | 3.323 |
| flip-flops | 238 | 9.220 |
| multiplexers | 203 | 3.153 |
| other | 1 | 0.005478 |
[registers in the layout (all words and copies together), names as in the netlist]
signal	cells
i_inst_addr_r	64
o_rs2_value	64
i_EX3_wb_rd_r	5
i_EX0_wb_value_r	64
i_inst_valid_r	1
reg_file	2048
i_EX3_wb_value_r	64
i_EX0_wb_valid_r	1
i_inst_r	32
i_EX0_wb_rd_r	5
o_rs1_value	64
i_EX3_wb_valid_r	1
first_tick	1
o_inst	32
o_inst_addr	64
[cells in the final DEF, fill, tap and decap left out, types with 29 or more instances in the layout]
cell             synthesis  routed
a21oi_1                152     152
a221oi_1                47      47
a222oi_1                49      49
a22o_1                  79      79
a22oi_1               1559    1535
a32oi_1                 38      30
buf_4                   22     302
clkdlybuf4s50_1          0     462
dfrtp_1                167     156
diode_2                  0      95
dlxtn_1               2272    2272
edfxtp_1                71      71
mux2_2                 101     101
mux2i_1                102     102
nand2_1                375     374
nand3_1                100     100
nand4_1                198     198
nor2_1                 230     184
nor2_4                   4      59
nor2b_1                193     190
nor3_1                 111     105
nor4_1                  54      53
o21ai_0                 52      52
o32a_1                  29      29
[tightest hold or removal path, stage by stage (launching register included)]
cell and delay [ps]:
edfxtp_1 320, buf_4 310, nor2b_1 80
[final cells by class]
cell class                 instances  area (um^2)
antenna                           95        237.7
clock buffer                      33        698.2
clock inverter                    16        170.2
fill                           11580        58210
inverter                           6        27.53
multi-input combinational       3796        26500
sequential                      2510        40450
tap                             1781         2228
timing repair buffer             775         7107
[metrics by stage]
step,cell area (um^2),hold WS (ps)
finish,77420,760.9
global route,77250,786.7
CTS,77180,761.0
detailed placement,76320,746.4
global placement,76320,743.2
floorplan,68450,768.7
[worst max path at each step]
| stage | start | to | slack, ps | cells after the start |
|---|---|---|---|---|
| finish | i_EX0_wb_valid_r | o_inst_valid | 4150 | 3 |
| global route | i_EX0_wb_valid_r | o_inst_valid | 4070 | 3 |
| CTS | i_EX0_wb_valid_r | o_inst_valid | 4130 | 3 |
[power breakdown]
group | internal, W | total, W | switching, W | leakage [nW]
Combinational | 0.000928 | 0.00274 | 0.00181 | 11.3
Clock | 0.000691 | 0.00127 | 0.000576 | 0.428
Sequential | 0.00269 | 0.00329 | 0.000594 | 21.2
Total | 0.00431 | 0.00729 | 0.00298 | 32.9
Power and IR drop assume default switching activity.
